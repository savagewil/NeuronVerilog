## flow/run.sh

```bash
#!/bin/bash
# OpenROAD 26Q1-2900-gdf79404cd8, Yosys 0.63+post, stock flow scripts
make -C /OpenROAD-flow-scripts/flow DESIGN_CONFIG=/design/flow/config.mk WORK_HOME=/design/flow/orfs finish
```

## flow/config.mk

```make
export PLATFORM = sky130hd
export DESIGN_NAME = mux_32by4_1
export DESIGN_NICKNAME = mux_32by4_1
export VERILOG_FILES = /design/flow/design.v
export SDC_FILE = /design/flow/constraint.sdc
export NUM_CORES = 4
export LEC_CHECK = 1
export CORE_AREA = 10 10 95 95
export DIE_AREA = 0 0 105 105
```

## flow/constraint.sdc

```tcl
current_design mux_32by4_1

set clk_period 1.5
set clk_io_pct 0.2

create_clock -name clk0 -period $clk_period

set non_clock_inputs [all_inputs -no_clocks]
set_input_delay [expr $clk_period * $clk_io_pct] -clock clk0 $non_clock_inputs
set_output_delay [expr $clk_period * $clk_io_pct] -clock clk0 [all_outputs]
```

## flow/design.v

```verilog
module mux_32by4_1(
    input wire [1:0] sel,
    input wire [3:0] [31:0] choices,
    output reg [31:0] out);
    always_comb begin
        out <= choices[sel];
    end
endmodule : mux_32by4_1
```

==> results.cfg <==
; generated from flow reports
[die]
die_w_um = 105
rows = 30
core_area_sq_mm = 0.006907
io_pins = 162
die_y_um = 105
die_area_sq_mm = 0.01103
floorplan.core_util_pct = 11.79

[final_layout]
stdcell_count = 301
design_area_sq_mm = 0.002374
mi_logic_area_sq_um = 720.7
seqCellArea_sq_um = 0
ff_count = 0
n_clock_buffer = 0
area_growth_pct = 191.4
fillerInstances = 760
drive_gt1_share_pct = 37.25

[placed_design]
io_buffers = 162
dp.cells = 293
dpl.hpwl_um = 6084
gp_congestion = 0.8299
pre_cts_ws_ns = -0.6337
placed_cell_area_sq_mm = 0.002525

[synth]
syn_inst = 39
yosysWarnings = 1
synth_area_sq_um = 814.5
ys_cells = 39
synth_seq_share_pct = 0
syn_area_per_cell_sq_um = 20.89
ys_area_sq_um = 814.5
ys_types = 5

[detailed_routing]
wl_um = 6946
drt_first_pass_iters = 3
antenna_left = 0
drcViolationCount = 0
via_per_inst = 4.037
drt_iter0_drc = 12
wire_per_inst_um = 23.08
dr_total_vias = 1215

[pwr]
powerDensity_mw_per_mm2 = 247.1
p_leak_nw = 1.123
vdd_drop_max_mv = 0.1058

[setup_path]
cp_num_buf_inv = 3
cp.arrival_ns = 1.23
crit_type = input port to output port
start_kind = input port
cp_slowest_cell = mux4_2
cp.depth = 4
cp_top_family = multiplexers
path_max_fanout = 8
cpPeakStageDelay_ns = 0.49
crit_path_end_kind = output port
crit_required_ns = 1.20
crit_chain = buf_16, clkbuf_16, mux4_2, buf_2

[global_routing]
grt_pass1_wl_um = 10090
grt.met1_usage_pct = 13.57
grt_max_degree = 17
use_met2_pct = 22.02
grt_overflow = 0
antenna_found_initial = 0
grt-busiest-layer = met2
grt_util_all_layers_pct = 12.04
grt_use_met3_pct = 4.969
grt_pass1_vias = 1585

[worst_hold_path]
min_path_cells = 3
hp-class = input port to output port

[timing]
finalSetupViolations = 14
worstMarginPinSlew_ns = 0.1562
period_needed_ns = 1.530
rsz0062_at_grt = yes
hold_viol = 0
fmax_ghz = 0.6536
fin_tns_setup_ns = -0.1422
slew_headroom_pct = 89.66
fin_ws_ns = -0.03000
period_used_pct = 102.0
drv_slew = 0

[run_status]
outcome = finished, violations left
violations = setup timing

[run]
warnings = 34
maxCapViolations = 0

[clock_tree]
postCtsHoldBufs = 0
==> timing repair <==
item                                    in CTS  in global routing
pin swaps                                    0                  0
gates cloned                                 4                  1
endpoints found under the setup margin      32                 31
buffers inserted                             2                  0
gates resized                              247                  0
hold endpoints to repair                     0                  0
==> report_power, final <==
part | switching, mW | internal, mW
combinational | 0.165 | 0.422
sequential | 0 | 0
clock | 0 | 0.0000000892
==> synth_stat cells <==
library cell  count  area (sq um)
mux4_1            2         52.55
mux4_2           30         675.7
buf_12            3         60.06
buf_2             3         15.01
buf_6             1         11.26
==> final timing paths <==
path	startpoint	endpoint	slack, ns
max	sel[0]	out[6]	-0.03
min	choices[103]	out[7]	1.09
==> metal layers <==
metal	vias up	part of all wire (%)
met5	-	0
met4	0	0
met3	0	9.8
met2	100	52
met1	574	38
li1	541	-
==> tightest hold or removal path, cell delays in order <==
cell and delay [ns]:
dlygate4sd2_1 0.19, mux4_2 0.21, buf_2 0.09
==> cell type report <==
| cell class | count | share of cell area, % |
|---|---|---|
| Timing Repair Buffer | 172 | 64.47 |
| Multi-Input combinational cell | 32 | 30.36 |
| Tap cell | 96 | 5.061 |
| Antenna cell | 1 | 0.1054 |
==> logic make-up (layout without fill, tap and decap cells) <==
logic type	Yosys count	in the layout	share of synthesized area, %
muxes	32	32	89.40
other	0	1	0
buffers and inverters	7	172	10.60
==> cell usage in the layout (no fill, tap or decap) <==
| cell | count |
|---|---|
| dlygate4sd2_1 | 128 |
| mux4_2 | 32 |
| buf_2 | 32 |
| buf_16 | 5 |
| buf_12 | 3 |
| buf_4 | 2 |
| diode_2 | 1 |
| clkbuf_16 | 1 |
| buf_6 | 1 |
==> metrics by stage <==
step | hold slack [ns] | utilization, % | power, mW
after floorplan | 0.6864 | - | 0.1885
after global placement | 1.536 | 36.56 | 0.7423
after detailed placement | 1.550 | 36.56 | 0.7443
after CTS | 1.093 | 33.97 | 0.5936
after global routing | 1.115 | 34.33 | 0.6369
final | 1.088 | 34.37 | 0.5866
No activity file was given, so power comes from the tool's default toggle rates.
