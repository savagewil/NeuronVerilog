File: /design/flow/config.mk
export PLATFORM = sky130hd
export DESIGN_NAME = mux_32by2_1
export DESIGN_NICKNAME = mux_32by2_1
export VERILOG_FILES = /design/flow/design.v
export SDC_FILE = /design/flow/constraint.sdc
export NUM_CORES = 4
export LEC_CHECK = 1
export CORE_AREA = 10 10 70 70
export DIE_AREA = 0 0 80 80
File: /design/flow/constraint.sdc
current_design mux_32by2_1

set clk_period 1.0
set clk_io_pct 0.2

create_clock -name clk0 -period $clk_period

set non_clock_inputs [all_inputs -no_clocks]
set_input_delay [expr $clk_period * $clk_io_pct] -clock clk0 $non_clock_inputs
set_output_delay [expr $clk_period * $clk_io_pct] -clock clk0 [all_outputs]
File: /design/flow/design.v
module mux_32by2_1(
    input wire [0:0] sel,
    input wire [1:0] [31:0] choices,
    output reg [31:0] out);
    always_comb begin
        out <= choices[sel];
    end
endmodule : mux_32by2_1
File: /design/flow/run.sh
#!/bin/bash
# OpenROAD 26Q1-2900-gdf79404cd8, Yosys 0.63+post, stock flow scripts
make -C /OpenROAD-flow-scripts/flow DESIGN_CONFIG=/design/flow/config.mk WORK_HOME=/design/flow/orfs finish
==> impl_metrics.json <==
{
  "status": "finished, violations left",
  "violations": "setup timing",
  "max-slew-margin-rel_pct": 94.3,
  "grt_first_pass_wirelength_mm": 4.31,
  "cp_data_required_time_ps": 800,
  "avgRoutedWirePerCell_um": 15.2,
  "crit_path_frequent_cell": "buf_12",
  "seq_area_frac_synth_pct": 0,
  "antennaDiodeCount": 0,
  "grt_pass1_vias": 811,
  "peakVddDrop_mv": 0.180,
  "hp-class": "input port to output port",
  "setup_slack_ps": -184,
  "drcViolationCount": 0,
  "tool_warnings": 34,
  "endpoint": "out[6]",
  "yosysTopAreaCell": "mux2_4",
  "syn_inst": 36,
  "synthTopCellsByArea": "mux2_4 83%, buf_12 11%, mux2_2 4.1%, buf_6 2.1%",
  "finalClockPeriodUsage_pct": 118,
  "die-area_um2": 6400,
  "drt-pass1-iter-count": 3,
  "gr-total-overflow": 0,
  "dpl.cell_count": 177,
  "finalSetupViolations": 32,
  "via_count": 707,
  "timing.fmax_mhz": 844,
  "avgSynthCellArea_um2": 15.1,
  "fp.dieW_um": 80,
  "pin_count": 97,
  "grtUsageTotal_pct": 8.20,
  "cp_max_fo": 7,
  "ys_top_cells_by_count": "30 x mux2_4, 3 x buf_12, 2 x mux2_2, 1 x buf_6",
  "seq_cell_count": 0,
  "critPathKind": "input port to output port",
  "final.clkbuf_count": 0,
  "ys_cells": 36,
  "row_count": 21,
  "worst_pin_slew_ps": 85.5,
  "crit_arrival_ps": 980,
  "final_max_slew_viol_count": 0,
  "viasPerCell": 3.82,
  "min_from": "choices[47]",
  "ff_latch_area_um2": 0,
  "critical_path.startpoint": "sel[0]",
  "dpl_cell_area_um2": 1540,
  "leakage_uw": 0.000843,
  "end_kind": "output port",
  "worstPathCellList": "buf_12, buf_12, buf_12, mux2_4, buf_6",
  "layout-drive-gt1-share_pct": 54.0,
  "power_density_nw_per_um2": 392,
  "syn-cell-area_um2": 544,
  "place_congestion": 0.767,
  "die_h_um": 80,
  "ant_nets": 0,
  "ctsHoldBuffers": 0,
  "portBuffers": 97,
  "grt_max_degree": 11,
  "fillers": 345,
  "synth-warning-count": 1,
  "place_hpwl_mm": 2.43,
  "cap_violations": 0,
  "yosys_area_um2": 544,
  "most_common_cell": "mux2_4",
  "startpoint_type": "input port",
  "critical-path-max-stage-delay_ps": 290,
  "initCoreUtil_pct": 15.9,
  "syn_to_final_growth_pct": 186,
  "finalCriticalPeriod_ps": 1180,
  "rsz0062_at_grt": "true",
  "drt_iter0_drc": 6,
  "crit_slowest_cell": "mux2_4",
  "postLayoutCellArea_um2": 1560,
  "antenna_found_initial": 0,
  "synth_top_area_share_pct": 82.8,
  "fin_cells": 185,
  "core_um2": 3420,
  "yosysUniqueCellTypes": 4,
  "totalWireLength_mm": 2.81,
  "finalHoldViolCount": 0
}
==> what timing repair did <==
item | CTS | global route
resized | 160 | 12
buffers inserted | 7 | 0
cloned | 1 | 0
setup endpoints to repair | 32 | 32
==> per-stage QoR <==
step / hold slack, ps / total power (µW) / worst slack, ps / utilization [%] / TNS (ps)
after floorplan: 498 / 206 / 66.9 / - / 0
after global placement: 1320 / 654 / -496 / 45.0 / -15360
after detailed placement: 1300 / 657 / -497 / 45.0 / -15340
after CTS: 800 / 593 / -188 / 43.9 / -3860
after global routing: 727 / 655 / -205 / 45.6 / -4250
final: 703 / 611 / -184 / 45.6 / -3690
==> critical path, delay by kind of cell <==
family,cells,cell delay (ps)
buffers and inverters,4,490
muxes,1,290
==> how the worst min path moves through the flow <==
stage	to	cells past startpoint
after CTS	out[14]	3
after global routing	out[0]	3
final	out[15]	3
==> cells in the final DEF (no fill, tap or decap) <==
| cell | netlist | final |
|---|---|---|
| buf_12 | 3 | 4 |
| buf_16 | 0 | 1 |
| buf_2 | 0 | 18 |
| buf_4 | 0 | 1 |
| buf_6 | 1 | 17 |
| buf_8 | 0 | 2 |
| clkdlybuf4s50_1 | 0 | 17 |
| dlygate4sd2_1 | 0 | 44 |
| dlymetal6s2s_1 | 0 | 3 |
| mux2_4 | 30 | 32 |
==> layout make-up <==
cell class                 count  area [µm²]  share of cell area, %
timing repair buffer         107        1020                   65.5
tap                           46        57.6                   3.69
multi-input combinational     32         480                   30.8
==> where the power goes <==
part	leakage, µW	switching, µW	total, µW	internal, µW
clock network	0	0	0	0
logic	0.000843	133	611	478
registers	0	0	0	0
==> routing by layer <==
layer	GRT usage, %	wire length, µm
met5	0	0
met4	0	0
met3	3.64	363
met2	14.1	1330
met1	9.69	1120
==> kinds of logic (layout without fill, tap and decap cells) <==
| family | Yosys count | in the layout | share of synthesized area (%) |
|---|---|---|---|
| buffers and inverters | 4 | 107 | 13.1 |
| multiplexers | 32 | 32 | 86.9 |
Power and IR drop assume default switching activity.
