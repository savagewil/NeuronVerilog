--- run.sh ---
#!/bin/bash
# OpenROAD 26Q1-2900-gdf79404cd8, Yosys 0.63+post, stock flow scripts
make -C /OpenROAD-flow-scripts/flow DESIGN_CONFIG=/design/flow/config.mk WORK_HOME=/design/flow/orfs finish
--- config.mk ---
export PLATFORM = sky130hd
export DESIGN_NAME = mux_32by32_1
export DESIGN_NICKNAME = mux_32by32_1
export VERILOG_FILES = /design/flow/design.v
export SDC_FILE = /design/flow/constraint.sdc
export NUM_CORES = 4
export LEC_CHECK = 1
export CORE_AREA = 10 10 408 408
export DIE_AREA = 0 0 418 418
--- constraint.sdc ---
current_design mux_32by32_1

set clk_period 7.3
set clk_io_pct 0.2

create_clock -name clk0 -period $clk_period

set non_clock_inputs [all_inputs -no_clocks]
set_input_delay [expr $clk_period * $clk_io_pct] -clock clk0 $non_clock_inputs
set_output_delay [expr $clk_period * $clk_io_pct] -clock clk0 [all_outputs]
--- design.v ---
module mux_32by32_1(
    input wire [4:0] sel,
    input wire [31:0] [31:0] choices,
    output reg [31:0] out);
    always_comb begin
        out <= choices[sel];
    end
endmodule : mux_32by32_1
==> flow_summary.ini <==
; yosys + openroad results
[finish]
final-comb-area_sq_mm = 0.00817
final_common_cell = clkdlybuf4s50_1
clkbuf_count = 0
flop-count = 0
drive_gt1_share_pct = 2.80
fill_cells = 18000
lay_top_cells = 1057 x clkdlybuf4s50_1, 512 x mux2i_1
flop_area_sq_um = 0
syn_to_final_growth_pct = 147

[sta]
final.setup.tns_ns = 0
fin_ws_ns = 0.646
period_used_pct = 91.2
finalHoldWorstSlack_ns = 3.94
finalHoldViolCount = 0
drv_slew = 0
fmax_mhz = 150
slew_headroom_pct = 31.0
rsz0062_at_grt = no
period_minus_slack_ns = 6.65
setup_violations = 0
tightest_slew_ns = 1.03

[grt]
overflow = 0
grt_max_degree = 74
antenna_found_initial = 110
grt_usage_pct = 14.9
grt_pass1_wl_microns = 167000
grt_pass1_vias = 14800

[synthesis]
syn_area_per_cell_sq_um = 7.67
yosysChipArea_sq_mm = 0.00889
synthCells = 1158
synth_cell_type_count = 20
ys_warn_count = 1
synth_seq_share_pct = 0
synth_area_sq_mm = 0.00889
ys_cells = 1158

[setup_path]
critPathRequiredTime_ns = 5.84
critPathMaxFanout = 47
cp_data_arrival_time_ns = 5.19
worstSetupEndpointType = output pin
critPathLaunchType = input port
max_stage_delay_ns = 0.76
crit_chain = buf_8 > buf_4 > mux2i_1 > a22o_1 > nor3_1 > a31oi_1 > nand3_1 > clkdlybuf4s50_1
slowest_stage = a31oi_1
path_class = input port to output pin

[floorplan]
dieArea_sq_mm = 0.175
rows = 146
dieWidth_microns = 418
initial_utilization_pct = 5.63
die_y_microns = 418
io_pins = 1061
core_sq_mm = 0.158

[detailed_routing]
ant_nets = 0
wl_microns = 137000
firstDrtPassIters = 9
avgViaCountPerCell = 3.45
routed-via-count = 14600
drc_errors = 0
drt_iter0_drc = 1170
wl_per_cell_microns = 32.3

[min_path]
min-delay-start = choices[512]
hold-path-endpoint = out[0]
min_path_cells = 6
min_path_type = input port to output pin

[outcome]
status = finished clean

[place]
io_buffer_count = 1061
place_ws_ns = 0.786
place.gp.congestion = 1.02
hpwl_microns = 123000

[clock_tree]
cts_hold_buffers = 0
cts_resized = 0
postCtsSetupBuffers = 0

[job]
warnings = 32
max_cap_violations = 0

[power_and_ir_drop]
cellPowerDensity_mw_per_mm2 = 62.2
peakVddDrop_mv = 0.0336
leakagePower_uw = 0.00846
[metrics by stage]
stage	total power (uW)	cells	area, sq um	util [%]
after detailed placement	1380	4213	21900	13.9
final	1360	4232	21900	13.9
after global placement	1390	4213	21900	13.9
after floorplan	413	1158	8890	-
after global routing	1440	4220	21900	13.9
after CTS	1380	4213	21900	13.9
[Yosys cell counts]
master,number,area share [%]
buf_1,6,0.25
clkbuf_1,43,1.8
nor3_1,32,1.8
and2_1,1,0.070
nand2_1,97,4.1
buf_4,34,2.9
or2_2,1,0.070
a22o_1,64,6.3
a21oi_1,96,5.4
buf_6,15,1.9
nand2b_1,2,0.14
mux2i_1,512,58
a22oi_1,96,8.1
a31oi_1,32,2.3
and2b_1,1,0.085
nor2_1,1,0.042
buf_2,26,1.5
clkbuf_4,2,0.17
nand3_1,96,5.4
nor2b_1,1,0.070
[worst max-delay path, delay by kind of cell]
| family | cells | cell delay (ns) |
|---|---|---|
| buf+inv | 3 | 1.51 |
| simple gates | 2 | 0.56 |
| compound gates | 2 | 0.96 |
| mux | 1 | 0.50 |
[layout make-up]
type,instances,share of cell area [%]
Multi-Input combinational cell,1032,37.3
Tap cell,2072,11.8
Timing Repair Buffer,1109,50.7
Antenna cell,19,0.217
[layer usage]
| metal | vias up | global-route usage, % | routed length, microns |
|---|---|---|---|
| met4 | 64 | 1.41 | 1690 |
| met3 | 180 | 5.77 | 13800 |
| met5 | - | 0 | 422 |
| met2 | 899 | 24.5 | 64500 |
| met1 | 6956 | 19.0 | 56300 |
| li1 | 6500 | - | - |
[power by group]
group	switching (uW)	total (uW)	internal, uW
sequential	0	0	0
clock	0	0.000356	0.000356
combinational	605	1360	759
[kinds of logic (layout without fill, tap and decap cells)]
group	count (synthesis)	count (layout)	share of synthesized area [%]
AOI/OAI and AO/OA	288	288	22.1
and+or+nand+nor	232	232	11.8
other	0	19	0
muxes	512	512	57.7
buffers and inverters	126	1109	8.48
[worst max path at each step]
stage	cells after the start	endpoint	from
after CTS	8	out[17]	sel[1]
after global routing	9	out[23]	sel[1]
final	8	out[17]	sel[1]
Power figures rest on the tool's default switching activity, not on a simulated workload.
